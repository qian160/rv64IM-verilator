`design/flow/design.v`:
```
function [63:0] MAX;
    input [63:0] a;
    input [63:0] b;
    begin
        if ($signed(a) > $signed(b))
            MAX = a;
        else
            MAX = b;
    end
endfunction
function [63:0] MAXU;
    input [63:0] a;
    input [63:0] b;
    begin
        if (a > b)
            MAXU = a;
        else
            MAXU = b;
    end
endfunction
function [63:0] MIN;
    input [63:0] a;
    input [63:0] b;
    begin
        if ($signed(a) < $signed(b))
            MIN = a;
        else
            MIN = b;
    end
endfunction
function [63:0] MINU;
    input [63:0] a;
    input [63:0] b;
    begin
        if (a < b)
            MINU = a;
        else
            MINU = b;
    end
endfunction
module if_id (
    input clock,
    input reset,
    input stall_i,
    input flush_i,
    input [31:0]    inst_i,
    input [63:0]    pc_i,
    output reg [31:0]   inst_o,
    output reg [63:0]   pc_o
);
    always @(posedge clock) begin
        if (reset)  begin
            inst_o <= 32'h13;
            pc_o   <= 64'h80000000;
        end
        else if (flush_i)   begin
            inst_o <= 32'h13;
        end
        else if (~stall_i) begin
            inst_o <= inst_i;
            pc_o <= pc_i;
        end
    end
endmodule
module id_ex (
    input           clock,
    input           reset,
    input           stall_i,
    input           flush_i,
    input [63:0]    srcA_i,
    input [63:0]    srcB_i,
    input [4:0]     aluop_i,
    input           load_i,
    input           store_i,
    input [2:0]     funct3_i,
    input [63:0]    sdata_i,
    input           wen_i,
    input [4:0]     rd_i,
    input           csr_wen_i,
    input [11:0]    csr_addr_i,
    input [63:0]    csr_wdata_i,
    input           rva_valid_i,
    input   [4:0]   funct5_i,
    input           exception_i,
    input [63:0]    pc_i,
    input [63:0]    cause_i,
    output reg [63:0]   srcA_o,
    output reg [63:0]   srcB_o,
    output reg [4:0]    aluop_o,
    output reg          load_o,
    output reg          store_o,
    output reg [2:0]    funct3_o,
    output reg [63:0]   sdata_o,
    output reg          wen_o,
    output reg [4:0]    rd_o,
    output reg          csr_wen_o,
    output reg [11:0]   csr_addr_o,
    output reg [63:0]   csr_wdata_o,
    output reg          rva_valid_o,
    output reg [4:0]    funct5_o,
    output reg          exception_o,
    output reg [63:0]   cause_o,
    output reg [63:0]   pc_o
);
    always @(posedge clock) begin
        if (reset | flush_i)    begin
            srcA_o <= 0;
            srcB_o <= 0;
            pc_o <= 64'h80000000;
            sdata_o <= 0;
            funct3_o <= 0;
            aluop_o <= 0;
            rd_o <= 0;
            load_o <= 0;
            store_o <= 0;
            wen_o <= 0;
            exception_o <= 0;
            csr_wen_o <= 0;
            csr_addr_o <= 0;
            csr_wdata_o <= 0;
            cause_o <= 0;
            rva_valid_o <= 0;
            funct5_o <= 0;
        end
        else if (~stall_i)      begin
            srcA_o <= srcA_i;
            srcB_o <= srcB_i;
            pc_o <= pc_i;
            sdata_o <= sdata_i;
            funct3_o <= funct3_i;
            aluop_o <= aluop_i;
            rd_o <= rd_i;
            load_o <= load_i;
            store_o <= store_i;
            wen_o <= wen_i;
            exception_o <= exception_i;
            csr_wen_o <= csr_wen_i;
            csr_addr_o <= csr_addr_i;
            csr_wdata_o <= csr_wdata_i;
            cause_o <= cause_i;
            rva_valid_o <= rva_valid_i;
            funct5_o <= funct5_i;
        end
    end
endmodule
module ex_mem (
    input   clock,
    input   reset,
    input   stall_i,                 
    input   flush_i,
    input           store_i,
    input           load_i,
    input   [63:0]  sdata_i,
    input   [2:0]   funct3_i,
    input   [63:0]  aluout_i,        
    input           wen_i,
    input   [4:0]   rd_i,
    input           csr_wen_i,
    input   [11:0]  csr_addr_i,
    input   [63:0]  csr_wdata_i,
    input           rva_valid_i,
    input   [4:0]   funct5_i,
    input           exception_i,
    input   [63:0]  cause_i,
    input   [63:0]  pc_i,
    output reg          store_o,
    output reg          load_o,
    output reg  [63:0]  sdata_o,
    output reg  [2:0]   funct3_o,
    output reg  [63:0]  aluout_o,
    output reg          wen_o,
    output reg  [4:0]   rd_o,
    output reg          csr_wen_o,
    output reg  [11:0]  csr_addr_o,
    output reg  [63:0]  csr_wdata_o,
    output reg          rva_valid_o,
    output reg  [4:0]   funct5_o,
    output reg          exception_o,
    output reg  [63:0]  cause_o,
    output reg  [63:0]  pc_o
);
    always @(posedge clock) begin
        if (reset | flush_i)  begin
            sdata_o <= 0;
            aluout_o <= 0;
            pc_o <= 64'h80000000;
            rd_o <= 0;
            funct3_o <= 0;
            load_o <= 0;
            store_o <= 0;
            wen_o <= 0;
            exception_o <= 0;
            csr_wen_o <= 0;
            csr_addr_o <= 0;
            csr_wdata_o <= 0;
            cause_o <= 0;
            rva_valid_o <= 0;
            funct5_o <= 0;
        end
        else    begin
            sdata_o <= sdata_i;
            aluout_o <= aluout_i;
            pc_o <= pc_i;
            rd_o <= rd_i;
            funct3_o <= funct3_i;
            load_o <= load_i;
            store_o <= store_i;
            wen_o <= wen_i;
            exception_o <= exception_i;
            csr_wen_o <= csr_wen_i;
            csr_addr_o <= csr_addr_i;
            csr_wdata_o <= csr_wdata_i;
            cause_o <= cause_i;
            rva_valid_o <= rva_valid_i;
            funct5_o <= funct5_i;
        end
    end
endmodule
module mem_wb (
    input   clock,
    input   reset,
    input           wen_i,
    input   [4:0]   rd_i,
    input   [63:0]  wdata_i,
    input           csr_wen_i,
    input   [11:0]  csr_addr_i,
    input   [63:0]  csr_wdata_i,
    input           exception_i,
    input   [63:0]  cause_i,
    input   [63:0]  pc_i,
    output reg          wen_o,
    output reg  [4:0]   rd_o,
    output reg  [63:0]  wdata_o,
    output reg          csr_wen_o,
    output reg  [11:0]  csr_addr_o,
    output reg  [63:0]  csr_wdata_o,
    output reg          exception_o,
    output reg  [63:0]  cause_o,
    output reg  [63:0]  pc_o
);
    always @(posedge clock ) begin
        if (reset)  begin
            wdata_o <= 0;
            pc_o <= 64'h80000000;
            rd_o <= 0;
            wen_o <= 0;
            exception_o <= 0;
            csr_wen_o <= 0;
            csr_addr_o <= 0;
            csr_wdata_o <= 0;
            cause_o <= 0;
        end
        else    begin
            wdata_o <= wdata_i;
            pc_o <= pc_i;
            rd_o <= rd_i;
            wen_o <= wen_i;
            exception_o <= exception_i;
            csr_wen_o <= csr_wen_i;
            csr_addr_o <= csr_addr_i;
            csr_wdata_o <= csr_wdata_i;
            cause_o <= cause_i;
        end
    end
endmodule
```
`design/flow/constraint.sdc`:
```
current_design mem_wb

set clk_period 1.0
set clk_io_pct 0.2

create_clock -name clk0 -period $clk_period [get_ports {clock}]

set non_clock_inputs [all_inputs -no_clocks]
set_input_delay [expr $clk_period * $clk_io_pct] -clock clk0 $non_clock_inputs
set_output_delay [expr $clk_period * $clk_io_pct] -clock clk0 [all_outputs]
```
`design/flow/run.sh`:
```
#!/bin/bash
# OpenROAD 26Q1-2900-gdf79404cd8, Yosys 0.63+post, stock flow scripts
make -C /OpenROAD-flow-scripts/flow DESIGN_CONFIG=/design/flow/config.mk WORK_HOME=/design/flow/orfs finish
```
`design/flow/config.mk`:
```
export PLATFORM = sky130hd
export DESIGN_NAME = mem_wb
export DESIGN_NICKNAME = mem_wb
export VERILOG_FILES = /design/flow/design.v
export SDC_FILE = /design/flow/constraint.sdc
export NUM_CORES = 4
export LEC_CHECK = 1
export CORE_AREA = 10 10 219 219
export DIE_AREA = 0 0 229 229
```
==> reports/qor.rpt <==
====================================================================================================
Result of the run ..................................................................... finished with violations
IO Pins ...............................................................................          554
Via count of the first global-routing pass ............................................        6,336
WP data required ......................................................................      0.80 ns
Hold-critical path depth ..............................................................            3
Largest net degree at the start of global routing .....................................           57
Global placer's final weighted congestion .............................................        0.870
Number of cells in the finished layout apart from fillers .............................        1,768
Via density per instance ..............................................................         3.35
Total design power ....................................................................      25.8 mW
Area contributors post-synth .......................................................... sky130_fd_sc_hd__dfxtp_1 75%, sky130_fd_sc_hd__nor2b_1 23%, sky130_fd_sc_hd__buf_2 1.7%, sky130_fd_sc_hd__buf_6 0.15%, sky130_fd_sc_hd__clkbuf_1 0.15%
Sequence of cells on the critical path ................................................        buf_6
Average wire per standard cell ........................................................      17.1 um
Worst-margin pin slew .................................................................     0.262 ns
Buffers plus inverters on the worst setup path ........................................            1
Synthesized flop and latch total ......................................................          276
H-tree depth ..........................................................................            1
Static leakage ........................................................................      6.00 nW
Share of the cycle needed by the critical path after routing ..........................         1.25
Area of the core ......................................................................   43,200 um2
Post-placement cell count .............................................................        1,712
Path type of the worst setup path ..................................................... register to output pin
Number of filler cells placed in the layout ...........................................        4,434
Count of clock tree sinks .............................................................          276
Root buffer selected by CTS ........................................................... sky130_fd_sc_hd__clkbuf_16
FP Core Util ..........................................................................        0.172
Number of inserted diodes .............................................................            0
Worst stage delay on the critical path ................................................      0.39 ns
Count of routing violations after the opening detailed-route iteration ................          120
Global router's overall resource usage ................................................        0.111
Setup violators final .................................................................          276
Endpoint type of the worst setup path .................................................   output pin
Wire length reported by the detailed router ...........................................      30.3 mm
Worst path depth ......................................................................            1
RSZ-0062 raised after global routing ..................................................          yes
Post-synthesis cell area ..............................................................     7410 um2
DIE HEIGHT ............................................................................       229 um
TNS Setup .............................................................................    -44.78 ns
Worst min-delay path class ............................................................ input pin to register
Fraction of the yosys area taken by sequential cells ..................................        0.746
Area growth from synthesis to final layout ............................................        84.0%
Violations in the final reports ....................................................... negative setup slack
Pins Over Slew Limit ..................................................................            0
HPWL after detailed placement .........................................................      24.8 mm
Input/output buffers ..................................................................          553
Congestion Overflow GR ................................................................            0
Clock-pin slew reported for the worst setup and hold paths after clock tree synthesis .      0.06 ns
Number of instances in the synthesized netlist ........................................          582
Number of buffers between clock root and the deepest sink .............................            3
Final worst slack .....................................................................    -0.250 ns
Tightest hold margin ..................................................................    0.0873 ns
Global-route wire length before repair ................................................      43.2 mm
Total power divided by cell area ......................................................  1890 nW/um2
Chip footprint ........................................................................   52,400 um2
Initial DRT Pass Iterations ...........................................................            4
Post-placement setup slack ............................................................    -0.252 ns
Clock period minus final worst setup slack ............................................      1.25 ns
Worst IR drop on VDD ..................................................................      1.27 mV
Detailed-route via count ..............................................................        5,923
Normalized max-slew margin ............................................................        0.825
# rows ................................................................................           76
Fraction of final layout cells sized beyond drive strength 1 ..........................        0.345
Synthesized area divided by synthesized cell count ....................................     12.7 um2
Achievable frequency ..................................................................      800 MHz
Number of buffers inserted during clock tree synthesis ................................           30
Reported max-cap violation count ......................................................            0
DRT antenna net count .................................................................            0
Fraction of synthesized cell area taken by the top area cell type .....................        0.746
Worst endpoint data arrival time ......................................................      1.05 ns
Cell family contributing the most delay on the critical path ..........................   flip-flops
CTS tree ..............................................................................          yes
Area figure in the yosys stat output ..................................................     7410 um2
Distinct cells, synth .................................................................            7
Horiz. Die Dim ........................................................................       229 um
Count of instantiated cells in the yosys netlist ......................................          582
Highest fanout seen on the critical path ..............................................            1
Hold Buf Count CTS ....................................................................            0
Number of hold violations in the final report .........................................            0
Number of warnings reported in the yosys synthesis log ................................            1
Number of remaining DRC errors ........................................................            0
Max stage delay cell, worst path ...................................................... sky130_fd_sc_hd__dfxtp_4
Startpoint types ......................................................................     register
Post-synthesis cell type with the largest combined area ............................... sky130_fd_sc_hd__dfxtp_1
Warning total across the stage logs ...................................................           27
Antenna violations before repair ......................................................            3
====================================================================================================
-- flip-flops by register name, summed over array words and instances (netlist names) --
register,flops
cause_o,64
csr_wdata_o,64
pc_o,64
wdata_o,64
csr_addr_o,12
rd_o,5
csr_wen_o,1
exception_o,1
wen_o,1
-- synth_stat cells, drive strengths merged --
cell type	number
buf	27
dfxtp	276
clkbuf	3
or2	1
nor2b	275
-- where the power goes --
part	total [mW]	switching [mW]	internal (mW)
sequential	11.8	0.156	11.6
combinational	2.35	0.655	1.69
clock	11.6	4.38	7.26
-- through the flow --
| stage | instance area [um2] | util |
|---|---|---|
| 3_5_place_dp | 13800 | 0.319 |
| 4_1_cts | 13600 | 0.314 |
| 2_1_floorplan | 7410 | - |
| 6_report | 13600 | 0.316 |
| 5_1_grt | 13600 | 0.316 |
| 3_3_place_gp | 13800 | 0.319 |
-- cell usage in the layout (no fill, tap or decap) --
master / Yosys / routed
sky130_fd_sc_hd__clkdlybuf4s50_1: 0 / 276
sky130_fd_sc_hd__nor2b_1: 275 / 275
sky130_fd_sc_hd__buf_2: 25 / 262
sky130_fd_sc_hd__dfxtp_1: 276 / 218
sky130_fd_sc_hd__dfxtp_2: 0 / 54
sky130_fd_sc_hd__clkbuf_16: 0 / 31
sky130_fd_sc_hd__buf_4: 1 / 15
sky130_fd_sc_hd__buf_6: 1 / 14
sky130_fd_sc_hd__clkbuf_8: 0 / 9
sky130_fd_sc_hd__buf_12: 0 / 7
sky130_fd_sc_hd__clkinv_2: 0 / 6
sky130_fd_sc_hd__clkbuf_1: 3 / 6
sky130_fd_sc_hd__dfxtp_4: 0 / 4
sky130_fd_sc_hd__bufinv_16: 0 / 4
sky130_fd_sc_hd__or2_2: 1 / 1
sky130_fd_sc_hd__clkinvlp_4: 0 / 1
-- metal layers --
layer / routed length [um] / GRT usage / vias to the layer above
li1: - / - / 2905
met1: 11400 / 0.126 / 2619
met2: 14100 / 0.180 / 342
met3: 4030 / 0.0623 / 51
met4: 725 / 0.0230 / 6
met5: 28 / 0 / -
-- cells by family (layout without fill, tap and decap cells) --
| family | Yosys count | after routing | synth area share |
|---|---|---|---|
| flops | 276 | 276 | 0.746 |
| simple gates | 276 | 276 | 0.233 |
| buf+inv | 30 | 631 | 0.0209 |
-- area by class of cell --
class                           count  area [um2]  share of cell area
Sequential cell                   276        5610               0.411
Timing Repair Buffer              575        4500               0.330
Multi-Input combinational cell    276        1730               0.127
Clock buffer                       45         908              0.0666
Tap cell                          585         732              0.0537
Clock inverter                     11         158              0.0116
-- worst paths after layout --
check / end / start
worst max-delay path: cause_o[12] / cause_o[12]
worst min-delay path: cause_o[43] / reset
-- what timing repair did --
item / CTS / global route
gates cloned: 0 / 0
gates resized: 972 / 29
setup buffers: 0 / 0
setup endpoints to repair: 276 / 276
Power figures rest on the tool's default switching activity, not on a simulated workload.
